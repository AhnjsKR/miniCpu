==> ./design.v <==
module SimpleCPU(
    input clk,
    input reset,
    input [7:0] instruction,
    output reg [7:0] acc
);
    parameter FETCH = 2'b00, DECODE = 2'b01, EXECUTE = 2'b10;
    reg [1:0] state;
    reg [7:0] opcode, operand;
    wire [7:0] alu_out;
    wire alu_cout;
    reg [3:0] alu_control;
    ALU alu (
        .a(opcode),
        .b(operand),
        .op(alu_control),
        .out(alu_out)
    );
    always @(posedge clk or posedge reset) begin
        if (reset) begin
            state <= FETCH;
            acc <= 8'b0;
        end else begin
            case (state)
                FETCH: begin
                    opcode <= instruction[7:4];
                    operand <= instruction[3:0];
                    state <= DECODE;
                end
                DECODE: begin
                    case (opcode)
                        4'b0000: alu_control <= 4'b0000;  
                        4'b0001: alu_control <= 4'b0001;  
                        default: alu_control <= 4'b0000;  
                    endcase
                    state <= EXECUTE;
                end
                EXECUTE: begin
                    acc <= alu_out;
                    state <= FETCH;
                end
            endcase
        end
    end
endmodule
module ALU(
    input [7:0] a, b,
    output reg [7:0] out,
    input [3:0] op
);
    wire [7:0] add_result, sub_result, and_result, or_result;
    fullAdder_8bit adder(
        .x(a),
        .y(b),
        .cin(1'b0),
        .sum(add_result),
        .cout()
    );
    fullAdder_8bit subtractor(
        .x(a),
        .y(~b),
        .cin(1'b1),
        .sum(sub_result),
        .cout()
    );
    assign and_result = a & b;
    assign or_result = a | b;
    always @* begin
        case(op)
            4'b0000: out = add_result;
            4'b0001: out = sub_result;
            4'b0010: out = and_result;
            4'b0011: out = or_result;
            default: out = 8'b00000000;
        endcase
    end
endmodule
module fullAdder(
    input x, y, cin,
    output cout, sum
);
    assign sum = x ^ y ^ cin;
    assign cout = (x & y) | (x & cin) | (y & cin);
endmodule
module fullAdder_8bit(
    input [7:0] x, y,
    input cin,
    output [7:0] sum,
    output cout
);
    wire [7:0] c;
    genvar i;
    generate
        for (i = 0; i < 8; i = i + 1) begin
            fullAdder FA_inst (
                .x(x[i]),
                .y(y[i]),
                .cin(i == 0 ? cin : c[i - 1]),
                .cout(c[i]),
                .sum(sum[i])
            );
        end
    endgenerate
    assign cout = c[7];  
endmodule
==> ./run.sh <==
#!/bin/bash
# OpenROAD 26Q1-2900-gdf79404cd8, Yosys 0.63+post, stock flow scripts
make -C /OpenROAD-flow-scripts/flow DESIGN_CONFIG=/design/flow/config.mk WORK_HOME=/design/flow/orfs finish
==> ./config.mk <==
export PLATFORM = sky130hd
export DESIGN_NAME = SimpleCPU
export DESIGN_NICKNAME = SimpleCPU
export VERILOG_FILES = /design/flow/design.v
export SDC_FILE = /design/flow/constraint.sdc
export NUM_CORES = 4
export LEC_CHECK = 1
export CORE_AREA = 10 10 91 91
export DIE_AREA = 0 0 101 101
==> ./constraint.sdc <==
current_design SimpleCPU

set clk_period 1.8
set clk_io_pct 0.2

create_clock -name clk0 -period $clk_period [get_ports {clk}]

set non_clock_inputs [all_inputs -no_clocks]
set_input_delay [expr $clk_period * $clk_io_pct] -clock clk0 $non_clock_inputs
set_output_delay [expr $clk_period * $clk_io_pct] -clock clk0 [all_outputs]
==> impl_metrics.ini <==
; yosys + openroad results
[logic_synthesis]
ys_ff = 19
post-synth-top-count-cell = inv_1
ys_cells = 69
top_area_cell = edfxtp_1
synth.area.mux_share_pct = 5.056
synth_cell_types = 18
enable_flop_cells = 8
syn_area_per_cell_um2 = 12.91
synth_warnings = 2
synthAdderAreaFrac_pct = 16.29
common_cells = inv_1, dfrtp_1, edfxtp_1, fa_1, nand2b_1
top_logic_kind = adder cells
ys_area_um2 = 890.9
async_flop_share_pct = 47.37
yosysSeqAreaShare_pct = 56.88
synth-main-ff-cell = edfxtp_1
netlist_area_um2 = 890.9
simple_gate_share_pct = 9.691
xor_share_pct = 0
syn_inst = 69
synthTopCellsByArea = edfxtp_1, dfrtp_1, fa_1, inv_1, dfxtp_1
yosys.area_share.aoi_pct = 3.652
netlist.area_leader.share_pct = 26.97

[worst_setup_path]
crit_path_max_incr_delay_ns = 0.42
critical_path_peak_fanout = 3
r2r-start = opcode[0]
critical_path.slowest_cell = fa_1
start_kind = register
cpMostUsedCell = fa_2
endpoint_kind = register
r2r_slack_ns = -0.29
r2r_end = acc[3]
worstSetupStartpoint = opcode[0]
cp_data_arrival_time_ns = 2.27
cp_cell_sequence = ha_1 -> inv_1 -> fa_2 -> fa_2 -> fa_1 -> nand2b_1 -> a31oi_1
path_class = reg2reg
critPathRequiredTime_ns = 1.97
r2r_cells = 7

[drt]
ant_nets = 0
num_vias = 503
drc = 0
wl_per_cell_um = 9.133
totalWireLength_um = 1507
n_antenna_cell = 0
vias_per_cell = 3.048
drt_first_iter_violations = 21
drtPass1Iterations = 2

[place]
dp_hpwl_um = 1256
gp_congestion = 0.7606
port_buffers = 17

[final_timing]
worst_pin_slew_ns = 0.3973
hold_viol = 0
relSlewSlack_pct = 73.52
min_period_ns = 2.094
final.period_utilization_pct = 116.3
setup_tns_ns = -0.7055
rsz0062_at_grt = yes
setup_viol_count_final = 4
drv_slew = 0
setup_ws_ns = -0.2941
clock_skew_ns = 0.002039
max_freq_mhz = 477.5

[cts]
tritoncts = built
h-tree-depth = 1
root_buffer = clkbuf_8
cts_made_buffers = 3
clock-sinks = 19
cts_setup_buffers = 0
path_clk_slew_ns = 0.07
clockBufferDepth = 2
clk_latency_ns = 0.25
ctsHoldBuffers = 0

[floorplanning]
fp_util_pct = 14.03
pin_count = 18
rows = 29
dieArea_um2 = 10200
die_h_um = 101
core_um2 = 6350
die_w_um = 101

[layout]
area_growth_pct = 36.80
final_util_pct = 19.19
drive_gt1_share_pct = 17.05

[worst_hold_path]
worstHoldPathCells = 0
hold_path_end = state[1]
hold_path.class = reg2reg
min-delay-start = state[2]

[run_status]
violations = negative setup slack
status = complete, but fails checks

[job]
tool_warnings = 29
maxCapViolCount = 0

[power]
ir_worst_vdd_mv = 0.6285
p_leak_nw = 0.4895
powerDensity_nw_per_um2 = 621.9

[grt]
grt_max_degree = 12
antenna_found_initial = 0
grt_pass1_vias = 542
grt_usage_pct = 3.024
grt_pass1_wl_um = 2490
grt_remaining_overflow = 0
## logic make-up after synthesis
logic type | count (synthesis)
multiplexers | 4
flip-flops | 19
buffers and inverters | 18
AND-OR/OR-AND | 5
AND/OR/NAND/NOR | 15
adder cells (fa/ha/maj) | 8
## layer usage
metal  GRT usage, %  vias to the layer above  part of all wire (%)
met3          1.317                        2                   5.7
met4         0.3215                        0                  0.66
li1               -                      251                     -
met5              0                        -                     0
met2          4.767                       15                    43
met1          3.905                      235                    51
## sequential cells by signal (all words and copies together) (netlist names)
name	count
state	3
alu_control	2
acc	6
opcode	4
operand	4
## what timing repair did
| action | 4_1_cts | 5_1_grt |
|---|---|---|
| pin swaps | 0 | 2 |
| resized | 1 | 1 |
| endpoints found under the setup margin | 4 | 4 |
## worst max-delay path by stage
stage / cells after the start / endpoint
4_1_cts: 7 / acc[3]
5_1_grt: 7 / acc[3]
6_report: 7 / acc[3]
## cell type report
class                   instances  area [µm²]
repair buffers                 18       177.7
clock buffers                   4       45.04
inverters                      15       56.30
multi-input cells              32       336.6
well taps                      77       96.34
fillers                       676        5131
flip-flops and latches         19       506.7
## critical path: cells and delay by family (launching register included)
kind / cells / cell delay [ns]
compound gates: 1 / 0.15
fa+ha+maj: 4 / 1.29
buf+inv: 1 / 0.06
flops: 1 / 0.37
simple gates: 1 / 0.15
## through the flow
stage | worst slack, ns | hold slack (ns) | instances | power [mW] | instance area (µm²)
finish | -0.2941 | 0.3809 | 165 | 0.7578 | 1219
global route | -0.4309 | 0.3928 | 165 | 0.7924 | 1219
CTS | -0.3146 | 0.3805 | 165 | 0.7727 | 1211
detailed placement | -0.2992 | 0.3623 | 161 | 0.4838 | 1164
global placement | -0.2537 | 0.3575 | 161 | 0.4835 | 1164
floorplan | -0.2061 | 0.1872 | 69 | 0.4633 | 908.4
## report_power, final
| group | switching [mW] | total, mW | internal [mW] |
|---|---|---|---|
| logic | 0.00631 | 0.0232 | 0.0169 |
| clock network | 0.126 | 0.283 | 0.157 |
| registers | 0 | 0.451 | 0.451 |
| total | 0.133 | 0.758 | 0.625 |
## placed cells by master (no fill, tap or decap)
cell type / n
clkdlybuf4s50_1: 17
inv_1: 14
dfrtp_1: 8
edfxtp_1: 8
fa_2: 5
nand2b_1: 4
nor2_1: 4
a31oi_1: 4
mux2i_1: 3
clkbuf_8: 3
nand2_1: 2
nand2b_4: 2
nor2b_1: 2
ha_1: 2
dfxtp_1: 2
inv_2: 1
or4b_4: 1
mux2_4: 1
o21bai_1: 1
fa_1: 1
clkbuf_1: 1
buf_4: 1
dfstp_2: 1
Power figures rest on the tool's default switching activity, not on a simulated workload.
